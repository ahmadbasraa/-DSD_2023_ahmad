File: design/flow/config.mk
export PLATFORM = sky130hd
export DESIGN_NAME = lab7
export DESIGN_NICKNAME = lab7
export VERILOG_FILES = /design/flow/design.v
export SDC_FILE = /design/flow/constraint.sdc
export NUM_CORES = 4
export LEC_CHECK = 1
export CORE_UTILIZATION = 40
export SYNTH_HDL_FRONTEND = slang
File: design/flow/design.v
module register(
    input logic clk, reset, en,
    input logic [3:0] d,
    output logic [3:0] q
);
    always_ff @(posedge clk or posedge reset)
    begin
        if (reset)
            q <= 4'b0000;
        else if (en)
            q <= d;
    end
endmodule
module lab7 (
    input  logic clk,            
    input  logic reset,          
    input  logic write,          
    input  logic [3:0] num,      
    input  logic [2:0] sel,      
    output logic [6:0] seg,      
    output logic [7:0] an        
);
    logic clkout;  
    logic [2:0] sel_2x1;  
    logic reg_en [7:0]; 
    logic [3:0] q [7:0];
    logic [3:0] mux_8x1out;  
    logic [18:0] clk_counter;  
    logic [2:0] count;    
    register d_flip_flop[7:0] (
        .clk(clkout),
        .reset(reset),
        .en(reg_en),
        .d(num),
        .q(q)
    );
    always_comb begin
        case (sel_2x1)
            3'b000: mux_8x1out = q[0];
            3'b001: mux_8x1out = q[1];
            3'b010: mux_8x1out = q[2];
            3'b011: mux_8x1out = q[3];
            3'b100: mux_8x1out = q[4];
            3'b101: mux_8x1out = q[5];
            3'b110: mux_8x1out = q[6];
            3'b111: mux_8x1out = q[7];
            default: mux_8x1out = 4'b0000;
        endcase
    end
    always_comb begin
        case (sel_2x1)
            3'b000: an = 8'b11111110;
            3'b001: an = 8'b11111101;
            3'b010: an = 8'b11111011;
            3'b011: an = 8'b11110111;
            3'b100: an = 8'b11101111;
            3'b101: an = 8'b11011111;
            3'b110: an = 8'b10111111;
            3'b111: an = 8'b01111111;
            default: an = 8'b11111111;
        endcase
    end
    always_comb begin
        case (mux_8x1out)
            4'b0000: seg = 7'b0000001; 
            4'b0001: seg = 7'b1001111; 
            4'b0010: seg = 7'b0010010; 
            4'b0011: seg = 7'b0000110; 
            4'b0100: seg = 7'b1001100; 
            4'b0101: seg = 7'b0100100; 
            4'b0110: seg = 7'b0100000; 
            4'b0111: seg = 7'b0001111; 
            4'b1000: seg = 7'b0000000; 
            4'b1001: seg = 7'b0000100; 
            default: seg = 7'b1111111;
        endcase
    end
    always_comb begin
        sel_2x1 = (write) ? sel : count;
    end
    always_ff @(posedge clk or posedge reset) begin
        if (reset) begin
            clk_counter <= 0;
            clkout <= 0;
        end 
        else if (clk_counter == 499999) begin  
            clkout <= ~clkout;
            clk_counter <= 0;
        end 
        else begin
            clk_counter <= clk_counter + 1;
        end
    end
    always_ff @(posedge clkout or posedge reset) begin
        if (reset)
            count <= 0;
        else
            count <= count + 1'b1;
    end
    always_ff @(posedge clkout) begin
        for (int i = 0; i < 8; i = i + 1)
            reg_en[i] <= ~an[i] & write;
    end
endmodule
File: design/flow/constraint.sdc
current_design lab7

set clk_period 3.4
set clk_io_pct 0.2

create_clock -name clk0 -period $clk_period [get_ports {clk}]

set non_clock_inputs [all_inputs -no_clocks]
set_input_delay [expr $clk_period * $clk_io_pct] -clock clk0 $non_clock_inputs
set_output_delay [expr $clk_period * $clk_io_pct] -clock clk0 [all_outputs]
File: design/flow/run.sh
#!/bin/bash
# OpenROAD 26Q1-2900-gdf79404cd8, Yosys 0.63+post, stock flow scripts
make -C /OpenROAD-flow-scripts/flow DESIGN_CONFIG=/design/flow/config.mk WORK_HOME=/design/flow/orfs finish
==> metrics.yaml <==
floorplanning:
  fp-row-count: 31
  dieWidth_um: 89.5
  core_area_um2: 7330
  fp_util_pct: 41.7
  ios: 25
  die_y_um: 89.5
  die-area_um2: 8000
cts:
  h-tree-depth: 1
  cts.clk_slew.worst_paths_ns: 0.07
  cts_tree: "yes"
  cts_buffer_depth: 2
  cts.hold.buffers_added: 0
  insertion_delay_ns: 0.25
  cts_made_buffers: 3
  root_buffer: "clkbuf_8"
place:
  dpl_worst_slack_ns: -0.803
  dp_cells: 427
  dpl.hpwl_um: 4580
  place.gp.congestion: 0.883
  io_buffer_count: 24
critical_path:
  critPathKind: "input port to primary output"
  regToRegSetupSlack_ns: 1.47
  critical_path_required_ns: 2.72
  cp_max_fo: 6
  crit_chain: "buf_12 > mux2i_4 > buf_6 > mux2i_2 > nor3_2 > o32a_1 > buf_6 > buf_6 > ha_4 > nor4_4 > buf_4 > a21oi_2 > buf_2"
  cp-end-kind: "primary output"
  cp_common_cell: "buf_6"
  cpMaxStageDelayCell: "o32a_1"
  cpPeakStageDelay_ns: 0.42
  arrival_ns: 2.79
  critPathLaunchType: "input port"
power:
  p_per_area_nw_per_um2: 155
  peakVddDrop_mv: 0.231
  total_leakage_power_uw: 0.00181
layout:
  drive_above_1_share_pct: 40.2
  lay_top_cells: "58 x buf_4, 55 x dfrtp_1, 31 x mux2_2, 25 x nand2_1, 22 x nor2_1"
  finalNonFillerCells: 462
  final_common_cell: "buf_4"
  area_growth_pct: 34.1
synth:
  syn_avg_cell_area_um2: 11.1
  ys_cells: 275
  yosysChipArea_um2: 3060
  ys_warn_count: 0
  ys_types: 44
  async_flop_share_pct: 87.3
  ys_seq_share_pct: 50.2
  numSynthFlops: 63
  synth-edff-count: 0
  synth_area_um2: 3060
  ff_type: "dfrtp_1"
  synthCells: 275
timing:
  rsz0062_at_grt: "yes"
  fin_skew_ns: 0.00310
  fin_crit_sh_pct: 102
  hold_viol: 0
  setup_viol: 1
  worst_pin_slew_ns: 0.558
  unclocked_pins: 43
  timing.fmax_mhz: 288
  drv_slew: 0
  slew_headroom_pct: 62.5
  untimed_endpoints: 43
  fin_ws_ns: -0.0677
  finalCriticalPeriod_ns: 3.47
  fin_hold_ws_ns: 0.475
drt:
  route.detailed.drc: 0
  num_antenna_cells: 0
  vias: 2333
  firstDrtPassIters: 4
  ant_nets: 0
  routed_wl_um: 6730
  drt_iter0_drc: 76
  vias_per_cell: 5.05
  wire_per_inst_um: 14.6
run_status:
  violations: "setup timing"
  status: "finished with violations"
global_routing:
  grt_pass1_wl_um: 11000
  antenna_found_initial: 0
  grt_overflow: 0
  first_global_vias: 2223
  grt_max_degree: 44
  track_usage_pct: 18.3
worst_hold_path:
  hold_path_class: "flop to flop"
job:
  drv_cap: 0
  openroad.warnings: 31
-- cell families after synthesis --
logic type      after synthesis  synth area share (%)
simple gates                 92                  14.4
flops                        63                  50.2
mux                          42                  16.0
compound gates               36                  8.06
xor+xnor                     20                  5.73
buf+inv                      15                  2.78
fa+ha+maj                     7                  2.86
-- routing by layer --
layer  share of wire, %  track usage, %  vias up
li1                   -               -     1158
met1                 52            30.3     1124
met2                 44            28.8       49
met5                  0               0        -
met3                3.5            1.78        2
met4               0.19           0.577        0
-- final cells by class --
cell class / instances / area [um^2]
sequential: 63 / 1540
clock buffer: 3 / 41.3
tap: 99 / 124
timing repair buffer: 92 / 757
inverter: 8 / 30.0
fill: 595 / 3230
multi-input combinational: 197 / 1610
-- where the power goes --
| part | internal [uW] | switching (uW) |
|---|---|---|
| combinational | 140 | 112 |
| sequential | 238 | 0 |
| clock | 78.6 | 68.1 |
-- critical path, delay by kind of cell --
family	cells	cell delay, ns
AOI/OAI and AO/OA	2	0.45
adders and majority gates	1	0.15
buffers and inverters	6	0.77
muxes	2	0.47
and+or+nand+nor	2	0.29
-- metrics by stage --
step | cell area (um^2) | utilization, % | power, uW | setup TNS [ns]
4_1_cts | 4070 | 55.5 | 630 | -0.162
3_5_place_dp | 3640 | 49.6 | 423 | -5.31
2_1_floorplan | 3060 | - | 327 | 0
3_3_place_gp | 3640 | 49.6 | 423 | -5.12
6_report | 4100 | 56.0 | 636 | -0.0677
5_1_grt | 4100 | 56.0 | 674 | -0.432
-- timing repair --
action	in CTS	in global routing
cloned	1	0
pin swaps	27	8
resized	72	18
setup buffers	29	4
setup endpoints to repair	7	7
-- sequential cells by signal (all words and copies together), names as in the netlist --
signal / cells
reg_en: 8
d_flip_flop.q: 32
count: 3
clkout: 1
clk_counter: 19
-- final timing paths --
path                           startpoint               to  cells after the start
hold / removal                     clkout           clkout                      1
min in group asynchronous           reset   clk_counter[0]                      2
max in group asynchronous           reset  clk_counter[16]                      2
setup / recovery                    write           seg[1]                     13
setup reg to reg           clk_counter[0]           clkout                      6
hold reg to reg                    clkout           clkout                      1
-- Yosys cell counts (all sizes together) (3+ instances only) --
cell type  count  area share, %
dfrtp         55             45
o21ai          7            1.1
a21oi          7            1.1
ha             7            2.9
nand4          3           0.61
mux2i          7            2.8
nor4           4           0.82
mux2          35             13
nor3           8            1.3
xnor2         10            2.9
nor2          23            2.8
buf            5            1.2
a31oi          4           0.82
dfxtp          8            5.2
nand3         15            2.5
xor2          10            2.9
and2           3           0.61
o22ai          3           0.61
nand2         25            3.1
and4           3           0.86
inv            8           0.98
No activity file was given, so power comes from the tool's default toggle rates.
