## flow/design.v

```verilog
module seven_segment (
    input  logic [3:0] num,     
    input  logic [2:0] sel,    
    output logic C1,
    output logic C2,
    output logic C3,
    output logic C4,
    output logic C5,
    output logic C6,
    output logic C7,
    output logic [7:0] anode   
);
    assign anode[0] = (sel[2] & sel[1] & sel[0]); 
    assign anode[1] = ~(~sel[2] & ~sel[1] &  sel[0]); 
    assign anode[2] = ~(~sel[2] &  sel[1] & ~sel[0]); 
    assign anode[3] = ~(~sel[2] &  sel[1] &  sel[0]); 
    assign anode[4] = ~( sel[2] & ~sel[1] & ~sel[0]); 
    assign anode[5] = ~( sel[2] & ~sel[1] &  sel[0]); 
    assign anode[6] = ~( sel[2] &  sel[1] & ~sel[0]); 
    assign anode[7] = ~( sel[2] &  sel[1] &  sel[0]); 
    assign C1 = (num[0] & ~num[1] & ~num[2] & ~num[3]) |(~num[0] & ~num[1] & num[2] & ~num[3]) | (num[0] & ~num[1] & num[2] & num[3]) | (num[0] & num[1] & ~num[2] & num[3]);
    assign C2 = (num[0] & ~num[1] & num[2] & ~num[3]) |  (~num[0] & num[1] & num[2]) |  (~num[0] &  num[2] & num[3]) |  (num[0] & num[1]  & num[3]);
    assign C3 = (~num[0] & num[1] & ~num[2] & ~num[3]) |  (~num[0] & num[2] & num[3]) |  ( num[1] & num[2] & num[3]);
    assign C4 = (num[0] & ~num[1] & ~num[2] & ~num[3]) |    (~num[0] & ~num[1] & num[2] & ~num[3]) |  (num[0] & num[1] & num[2]) |  (~num[0] & num[1] & ~num[2] & num[3]);
    assign C5 = (num[0]  & ~num[3]) |  (num[2] & ~num[3] & ~num[1]) |  (num[0] & ~num[1] & ~num[2]);
    assign C6 = (num[0] & ~num[1] & num[2] & num[3]) |  (num[0] &  ~num[2] & ~num[3]) |  (num[0] & num[1] & ~num[3]) |  ( num[1] & ~num[2] & ~num[3]);
    assign C7 = ( ~num[1] & ~num[2] & ~num[3]) |   (num[0] & num[1] & num[2] & ~num[3])|   (~num[0] & ~num[1] & num[2] & num[3]);
endmodule
```

## flow/run.sh

```bash
#!/bin/bash
# OpenROAD 26Q1-2900-gdf79404cd8, Yosys 0.63+post, stock flow scripts
make -C /OpenROAD-flow-scripts/flow DESIGN_CONFIG=/design/flow/config.mk WORK_HOME=/design/flow/orfs finish
```

## flow/config.mk

```make
export PLATFORM = sky130hd
export DESIGN_NAME = seven_segment
export DESIGN_NICKNAME = seven_segment
export VERILOG_FILES = /design/flow/design.v
export SDC_FILE = /design/flow/constraint.sdc
export NUM_CORES = 4
export LEC_CHECK = 1
export CORE_AREA = 10 10 70 70
export DIE_AREA = 0 0 80 80
export SYNTH_HDL_FRONTEND = slang
```

## flow/constraint.sdc

```tcl
current_design seven_segment

set clk_period 2.2
set clk_io_pct 0.2

create_clock -name clk0 -period $clk_period

set non_clock_inputs [all_inputs -no_clocks]
set_input_delay [expr $clk_period * $clk_io_pct] -clock clk0 $non_clock_inputs
set_output_delay [expr $clk_period * $clk_io_pct] -clock clk0 [all_outputs]
```

==> ci_impl_report.md <==
## Implementation flow summary

| Metric | Value |
|---|---|
| Outcome | finished, final reports clean |
| Synth Area per Inst | 5.88 sq um |
| FF+latch area | 0 sq um |
| Max Cap Viol | 0 |
| Vias | 382 |
| Total track usage | 0.0277 |
| Top cells excl fill/tap | 15 x clkdlybuf4s50_1, 8 x buf_4, 6 x nand2_1 |
| Comb. cell area | 244 sq um |
| Crit path cell chain | clkdlybuf4s50_1 -> or3b_1 -> clkdlybuf4s50_1 |
| Total placed instance area | 579 sq um |
| Largest stage delay, worst path | 0.43 ns |
| RSZ-0062 raised after global routing | false |
| Total die area | 6400 sq um |
| Final hold viol count | 0 |
| Hold_buf cts | 0 |
| Hold EP | C4 |
| Row count | 21 |
| Pin count of the biggest net entering global routing | 12 |
| Yosys Instances | 43 |
| Initial antenna violation count | 0 |
| Setup CP Type | input port to output pin |
| Unique cell types | 22 |
| Final instance area | 607 sq um |
| Hold WS | 1.35 ns |
| Antenna-violating nets left | 0 |
| First-pass iteration count of the detailed router | 4 |
| Layout cells sized above 1 | 0.268 |
| Total Routed Length | 991 um |
| Synth Cell Area | 253 sq um |
| Pleak | 0.259 nW |
| Layout filler cell count | 392 |
| Ports | 22 |
| 1st-iter DRT viols | 6 |
| Hold path cells | 4 |
| Hold Startpoint | num[0] |
| Cycle use final | 0.960 |
| Slowest-stage cell, CP | clkdlybuf4s50_1 |
| Max_slew headroom | 0.879 |
| Yosys chip area | 253 sq um |
| Log Warnings | 32 |
| Power per Cell Area | 161 nW/um^2 |
| Synth Warn # | 0 |
| Fmax | 474 MHz |
| Flop count | 0 |
| Routed len/inst | 8.47 um |
| Pre-Place Util | 0.0740 |
| CP most frequent cell | clkdlybuf4s50_1 |
| Worst Path Buf+Inv | 2 |
| ANT cells | 0 |
| Die Span X | 80 um |
| Sequential share of the synthesized area | 0 |
| RD Place Congestion | 0.750 |
| Core Area | 3420 sq um |
| Worst Tran Pin Value | 0.181 ns |
| Final max-slew violation count | 0 |
| Syn Inst Count | 43 |
| Peak VDD IR | 0.0000483 V |
| Die height | 80 um |
| Area delta synth->final | 140% |
| IO buf count | 22 |
| Post-layout util | 0.178 |
| Overflow after GRT | 0 |
| Min-delay worst type | input port to output pin |
| # clk buffers | 0 |
| Tmin final | 2.11 ns |
| Crit path DAT | 1.67 ns |
| Crit. End Element | output pin |
| Worst Setup Slack, final | 0.0884 ns |
| Final setup fails | 0 |
| DRC violations left | 0 |
| CP Max Fanout | 3 |
| First-pass GRT wire length | 1570 um |
| Vias/cell | 3.26 |
| Vias in the first global route | 350 |
| Commonest Layout Cell | clkdlybuf4s50_1 |
| Post-CTS setup repair buffer count | 0 |
| DP Worst Slack | -0.277 ns |
| Hpwl dp | 871 um |
| Worst EP required | 1.76 ns |
| CP top delay family | buffers and inverters |
| Critical Path Start Type | input port |
==> metal layers <==
metal  up-vias  GRT usage  routed length, um
li1        213          -                  -
met1       162     0.0349                431
met5         -          0                  0
met2         7     0.0490                498
met3         0    0.00682                 62
met4         0          0                  0
==> cell type report <==
| class | count | area share |
|---|---|---|
| inverter | 2 | 0.0124 |
| tap | 46 | 0.0948 |
| timing repair buffer | 32 | 0.491 |
| multi-input combinational | 37 | 0.402 |
==> synthesized netlist by cell type, drive strengths merged <==
cell    instances  share of area
nor2b           3          0.074
a31oi           2          0.049
nor3            1          0.020
nand2           6          0.089
inv             2          0.030
o21a            1          0.030
or3b            2          0.069
nand2b          1          0.025
or3             1          0.025
xnor2           1          0.035
buf             4           0.10
o22ai           2          0.049
o21ai           4          0.079
mux2            1          0.045
a211oi          1          0.030
nand3           2          0.040
nor2            4          0.059
a22oi           1          0.030
nor3b           1          0.030
nand3b          3          0.089
==> metrics by stage <==
stage                     std cells  power [mW]  TNS [ns]
after floorplan                  43      0.0333         0
after global placement          117      0.0971     -1.43
after detailed placement        117      0.0977     -1.53
after CTS                       117      0.0982         0
after global routing            117       0.109         0
final                           117      0.0979         0
==> cells by family after synthesis <==
logic type | synth area share
mux | 0.0446
compound gates | 0.267
simple gates | 0.520
xor+xnor | 0.0347
buf+inv | 0.134
==> worst max path at each step <==
stage | start | to | slack, ns | cells after the start
final | sel[2] | anode[1] | 0.09 | 3
after global routing | num[3] | C1 | 0.01 | 6
after CTS | num[3] | C4 | 0.02 | 4
==> where the power goes <==
| group | switching, mW | internal (mW) |
|---|---|---|
| combinational | 0.0350 | 0.0629 |
| sequential | 0 | 0 |
| clock | 0 | 0 |
| total | 0.0350 | 0.0629 |
==> repair_timing <==
item | in CTS | in global routing
cloned | 0 | 0
gates resized | 10 | 9
pin swaps | 1 | 1
endpoints found under the setup margin | 7 | 8
Power and IR drop assume default switching activity.
